==> design/flow/run.sh <==
#!/bin/bash
# OpenROAD 26Q1-2900-gdf79404cd8, Yosys 0.63+post, stock flow scripts
make -C /OpenROAD-flow-scripts/flow DESIGN_CONFIG=/design/flow/config.mk WORK_HOME=/design/flow/orfs finish
==> design/flow/config.mk <==
export PLATFORM = sky130hd
export DESIGN_NAME = RamRom
export DESIGN_NICKNAME = RamRom
export VERILOG_FILES = /design/flow/design.v
export SDC_FILE = /design/flow/constraint.sdc
export NUM_CORES = 4
export LEC_CHECK = 1
export CORE_AREA = 10 10 77 77
export DIE_AREA = 0 0 87 87
==> design/flow/constraint.sdc <==
current_design RamRom

set clk_period 5.9
set clk_io_pct 0.2

create_clock -name clk0 -period $clk_period

set non_clock_inputs [all_inputs -no_clocks]
set_input_delay [expr $clk_period * $clk_io_pct] -clock clk0 $non_clock_inputs
set_output_delay [expr $clk_period * $clk_io_pct] -clock clk0 [all_outputs]
==> design/flow/design.v <==
`timescale 1ns / 1ps
module RamRom(
    input 	[15:0] Addr,	 
    input	PHI2,			 
	input	SpeedSW,		 
	input	DskROMSW,		 
    input 	RW,				 
    inout 	[3:0] Data,		 
    output 	[16:12] RA,		 
    output 	NRDS,			 
    output 	NWDS,			 
    output 	NRAMCS,			 
    output 	NROMCS,			 
	output  NBuffCtl		 
	 );
	reg [15:12] RomLatch;
	reg [3:0] 	SwitchLatch;
	assign ExtRAMEN	= SwitchLatch[0];	 
	assign DskRAMEN	= SwitchLatch[1] ^ ~DskROMSW;	 
	assign DskROMEN	= SwitchLatch[2] ^ ~DskROMSW;
	assign RDS	= (PHI2 & RW);
	assign WDS	= (PHI2 & ~RW);
	assign NRDS	= ~RDS;
	assign NWDS	= ~WDS;
	assign 	ExtRomRamCS		= ((Addr>=16'hA000) && (Addr<=16'hAFFF));
	assign	ExtIsRAM		= (ExtRomRamCS && (RomLatch==4'h0));
	assign 	LowRAMCS	= (Addr<16'h0A00);
	assign	DskRAMCS	= (~DskRAMEN && ((Addr>=16'h0A00) && (Addr<=16'h0AFF)));
	assign	MidRAMCS	= ((Addr>=16'h0B00) && (Addr<=16'h6FFF));
	assign	TopRAMCS	= (~ExtRAMEN && (Addr>=16'h7000) && (Addr<=16'h7FFF));
	assign 	ExtRAMCS	= (ExtRAMEN && ExtIsRAM);
	assign	RAMCS		= LowRAMCS || DskRAMCS || MidRAMCS || TopRAMCS || ExtRAMCS;
	assign	NRAMCS		= ~RAMCS;
	assign RomBoxCSR	= ((Addr==16'hBFFF) & RDS);
	assign RomBoxCSW	= ((Addr==16'hBFFF) & WDS);
	always @(negedge RomBoxCSW)		
	begin
		RomLatch	<= Data[3:0];
	end
	assign SwitchLatchCSR	= ((Addr==16'hBFFE) & RDS);
	assign SwitchLatchCSW	= ((Addr==16'hBFFE) & WDS);
	assign JumperCSR		= ((Addr==16'hBFFD) & RDS);
	always @(negedge SwitchLatchCSW)		
	begin
		SwitchLatch	<= Data[3:0];
	end
	wire [3:0] DataOut;
	wire [3:0] JumperOrLatch;
	assign LatchRead		= (RomBoxCSR || SwitchLatchCSR || JumperCSR);
	assign JumperOrLatch	= JumperCSR ? { SpeedSW, ~DskROMSW, 1'b0, 1'b0 } : SwitchLatch[3:0];
	assign DataOut[3:0]		= RomBoxCSR ? RomLatch[15:12] : JumperOrLatch;
	assign Data[3:0]		= LatchRead ? DataOut[3:0] : 4'bz;
	assign	ExtRomCS	= ExtRAMEN ? (ExtRomRamCS && (RomLatch>4'h0)) : ExtRomRamCS;
	assign 	BasRomCS	= ((Addr>=16'hC000) && (Addr<=16'hCFFF));
	assign 	FPRomCS		= ((Addr>=16'hD000) && (Addr<=16'hDFFF));
	assign 	DskRomCS	= (DskROMEN && (Addr>=16'hE000) && (Addr<=16'hEFFF));
	assign 	MOSRomCS	= ((Addr>=16'hF000) && (Addr<=16'hFFFF));
	assign 	SysRomCS	= (BasRomCS || FPRomCS || DskRomCS || MOSRomCS);
	wire [16:12] RARAM;
	wire [16:12] RAROM;	
	assign	RARAM[16:12]	= (Addr < 16'h8000) ? {2'b00,Addr[14:12]} : { 5'b00111 };
	assign	RAROM[16:12]	= (Addr < 16'hC000) ? {1'b0,RomLatch[15:12]} : {2'b10,~DskROMEN,Addr[13:12]};	
	assign	RA[16:12]		= RAMCS ? RARAM[16:12] : RAROM[16:12];		
	assign 	ROMCS		= (ExtRomCS || SysRomCS);
	assign	NROMCS		= ~ROMCS;
	assign 	DskRAMBuffEn	= (~DskRAMEN && ((Addr>=16'h0A00) && (Addr<=16'h0AFF)));
	assign 	DskROMBuffEn	= (~DskROMEN && (Addr>=16'hE000) && (Addr<=16'hEFFF));
	assign 	IOBuffEn		= ((Addr>=16'hBC00) && (Addr<=16'hBFF0));
	assign 	BuffCtl			= (DskRAMBuffEn | DskROMBuffEn | IOBuffEn);
	assign 	NBuffCtl		= ~BuffCtl;
endmodule
==> impl_metrics.yaml <==
# synthesis and place-and-route metrics
placed_design:
  dp_worst_setup_slack_ns: 1.38
  gp_congestion: 0.809
  dpl.hpwl_mm: 1.71
  numPortBuffers: 30
final_timing:
  fin_ws_ns: 1.38
  fmax_mhz: 221
  untimed_endpoints: 8
  setup_violations: 0
  fin_setup_tns_ns: 0
  slew_violations: 0
  period_minus_slack_ns: 4.52
  fin_crit_sh: 0.766
  slew_headroom: 0.741
  tightest_slew_ns: 0.388
  final-hold-violation-count: 0
  whs_ns: 3.09
  rsz0062_at_grt: "no"
  unclocked_regs: 8
drt:
  wl_mm: 1.94
  avgViaCountPerCell: 4.13
  firstDrtPassIters: 4
  dr_total_vias: 628
  wl_per_cell_um: 12.8
  antennaDiodeCount: 0
  drtAntennaViolNets: 0
  drt_iter0_drc: 12
  drc: 0
clocking:
  holdBufCountCts: 0
  cts_setup_buffers: 0
  cts_resized: 0
synthesis:
  ys_cells: 72
  ys_ff: 8
  syn-cell-area_um2: 641
  yosysWarnings: 32
  ys_types: 31
  postSynthSeqShare: 0.250
  ys_area_um2: 641
  avgSynthCellArea_um2: 8.90
  syn_inst: 72
grt:
  gr-usage-met2: 0.0693
  top_usage_layer: "met2"
  antenna_found_initial: 0
  grt_start_max_net_pins: 9
  grt_usage: 0.0480
  grt_pass1_wl_mm: 3.00
  grtUsageMet3: 0.0217
  grt_pass1_vias: 608
  use_met1: 0.0681
  overflow: 0
setup_path:
  endpoint_kind: "output port"
  arrival_ns: 3.34
  start_kind: "primary input"
  crit_type: "in2out"
  cp-startpoint: "Addr[13]"
  worstPathRequired_ns: 4.72
  path_max_fanout: 8
  cp-endpoint: "RA[12]"
cells_and_area:
  lay_top_cells: "30 x clkdlybuf4s50_1, 9 x nand2_1, 8 x dfxtp_1"
  mostFrequentLayoutCell: "clkdlybuf4s50_1"
  fillers: 467
  areaGrowthSynthToFinish_pct: 54.7
  drive_above_1_share: 0.100
outcome:
  outcome: "completed"
floorplanning:
  fp_util: 0.147
  core_um2: 4350
  die_w_um: 87
  core.rowCount: 24
  die_h_um: 87
  ioPinCount: 34
  chip_area_um2: 7570
power:
  p_leak_nw: 0.397
  peakVddDrop_mv: 0.0194
  p_per_area_nw_per_um2: 39.8
hold_path:
  hold_class: "in2out"
run:
  log.warning_count: 32
  maxCapViolCount: 0
==> worst min path at each step <==
stage	cells past startpoint	slack [ns]	to	startpoint
global route	3	3.12	Data[3]	SpeedSW
finish	3	3.09	Data[3]	SpeedSW
CTS	3	3.09	Data[3]	SpeedSW
==> kinds of logic (layout without fill, tap and decap cells) <==
logic type | after synthesis | after routing | synth area share
and+or+nand+nor | 37 | 37 | 0.387
xor gates and xnor gates | 2 | 2 | 0.0273
muxes | 9 | 9 | 0.158
AOI/OAI and AO/OA | 9 | 9 | 0.125
buffers and inverters | 7 | 35 | 0.0527
DFF | 8 | 8 | 0.250
==> layout make-up <==
| class | instances | area [um^2] | area share |
|---|---|---|---|
| repair buffers | 30 | 300 | 0.303 |
| inverters | 5 | 18.8 | 0.0189 |
| well taps | 52 | 65.1 | 0.0657 |
| flip-flops and latches | 8 | 160 | 0.162 |
| multi-input cells | 57 | 447 | 0.451 |
==> report_power, final <==
| group | internal (mW) | switching [mW] |
|---|---|---|
| sequential | 0.000000426 | 0.00000000000357 |
| combinational | 0.0249 | 0.0146 |
| clock | 0 | 0 |
==> sequential cells by signal, indices dropped and copies added (netlist names) <==
| name | flops |
|---|---|
| SwitchLatch | 4 |
| RomLatch | 4 |
==> metal layers <==
| layer | part of all wire | vias up |
|---|---|---|
| li1 | - | 325 |
| met1 | 0.48 | 277 |
| met2 | 0.39 | 26 |
| met3 | 0.13 | 0 |
| met4 | 0 | 0 |
| met5 | 0 | - |
==> synthesized netlist by cell type <==
master	number	area, um^2
nor2_1	6	22.5
nor2b_1	2	12.5
a2111oi_4	1	27.5
o41ai_1	1	8.76
nand4bb_1	1	11.3
dfxtp_1	8	160
a21oi_1	1	5.00
nand3_1	1	5.00
nand4_4	1	21.3
mux2i_1	6	60.1
or3b_1	1	8.76
mux2_4	2	30.0
a31oi_1	1	6.26
nor3_1	2	10.0
nand2_2	1	6.26
or4b_4	1	13.8
xnor2_1	2	17.5
nand4b_1	3	26.3
and4_1	2	17.5
inv_1	5	18.8
nor3_4	1	16.3
nand4_1	4	25.0
buf_1	1	3.75
and4_4	1	11.3
buf_6	1	11.3
o21ai_0	3	15.0
a2bb2oi_1	1	8.76
nand2_1	9	33.8
o2111ai_1	1	8.76
mux2_2	1	11.3
nor2_2	1	6.26
==> stage by stage <==
step / cells / util / area (um^2) / total power [mW]
after global routing: 152 / 0.228 / 991 / 0.0431
after floorplan: 72 / - / 641 / 0.0137
after global placement: 152 / 0.228 / 991 / 0.0397
after CTS: 152 / 0.228 / 991 / 0.0399
after detailed placement: 152 / 0.228 / 991 / 0.0397
final: 152 / 0.228 / 991 / 0.0395
==> critical path, stage by stage <==
cell,delay [ns]
clkdlybuf4s50_1,0.53
nor2_1,0.22
nand4_1,0.17
a2111oi_4,0.44
nand2_2,0.13
mux2i_1,0.19
clkdlybuf4s50_1,0.49
Power and IR drop assume default switching activity.
